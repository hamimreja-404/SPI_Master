**flow/config.mk**
```make
export PLATFORM = sky130hd
export DESIGN_NAME = Master_FPGA
export DESIGN_NICKNAME = Master_FPGA
export VERILOG_FILES = /design/flow/design.v
export SDC_FILE = /design/flow/constraint.sdc
export NUM_CORES = 4
export LEC_CHECK = 1
export CORE_UTILIZATION = 30
export SYNTH_HDL_FRONTEND = slang
```
**flow/constraint.sdc**
```tcl
current_design Master_FPGA

set clk_period 2.3
set clk_io_pct 0.2

create_clock -name clk0 -period $clk_period [get_ports {clk}]

set non_clock_inputs [all_inputs -no_clocks]
set_input_delay [expr $clk_period * $clk_io_pct] -clock clk0 $non_clock_inputs
set_output_delay [expr $clk_period * $clk_io_pct] -clock clk0 [all_outputs]
```
**flow/run.sh**
```bash
#!/bin/bash
# OpenROAD 26Q1-2900-gdf79404cd8, Yosys 0.63+post, stock flow scripts
make -C /OpenROAD-flow-scripts/flow DESIGN_CONFIG=/design/flow/config.mk WORK_HOME=/design/flow/orfs finish
```
**flow/design.v**
```verilog
module Master_FPGA(
    input clk, rst,
    input  spi_miso,AMP_DOUT,
    output reg amp_cs, ad_conv, amp_shdn, spi_mosi,
    output reg spi_sck,   
    output reg spi_ss_b = 1, dac_cs = 1, sf_ce0 = 1, fpga_init_b = 0,  
    output reg [13:0] adc_data1, adc_data2,  
    output reg [15:0] channel1 = 16'b0,channel2=16'b0,       
    output reg [5:0] adc_clk_count
);
    reg [7:0] gain = 8'b00010001;  
    reg [3:0] gain_count = 8;
    reg [4:0] adc_bit_count;
    reg [5:0] state;
    reg [3:0] clk_div_count = 0;   
    reg spi_sck_en = 0;            
    always @(posedge clk or posedge rst) begin
        if (rst) begin
            clk_div_count <= 0;
            spi_sck <= 0;
        end else begin
            if (clk_div_count == 3) begin 
                spi_sck <= ~spi_sck;
                clk_div_count <= 0;
            end else begin
                clk_div_count <= clk_div_count + 1;
            end
        end
    end
    always @(posedge spi_sck or posedge rst)
        if(rst)
            adc_clk_count<=0;
        else
        adc_clk_count <= adc_clk_count+1'b1;
    always @(posedge spi_sck or posedge rst) begin
        if (rst) begin
            amp_cs <= 1;
            amp_shdn <= 0;
            spi_mosi <= 0;
            ad_conv <= 0;
            state <= 6'd1;
            gain_count <= 8;
        end else begin
            case (state)
                1: begin
                    amp_cs <= 0;   
                    state <= 6'd2;
                    spi_sck <= 0;
                end
                2: begin
                    if(gain_count >0) begin
                    spi_sck <= 1;
                    amp_shdn <= 0;
                    spi_mosi <= gain[gain_count - 1];
                    gain_count <= gain_count - 1;
                    end
                    else if(gain_count == 0)
                        amp_cs<= 1;
                    state <= (gain_count > 0) ? 6'd2 : 6'd3;
                end
                3: begin
                    spi_mosi <= gain[0];
                    amp_cs <= 1;  
                    spi_sck <= 0;
                    state <= 6'd6; 
                end
                6: begin
                    spi_sck <=0;
                    ad_conv <= 1;  
                    state <= 6'd7;
                end
                7: begin
                    spi_sck <= 0;
                    ad_conv <= 0; 
                    adc_bit_count <= 14;
                    state <= 6'd8;
                end
                8: begin
                    spi_sck <= 1;
                    state <= 6'd9;  
                end
                9: begin
                    if(adc_clk_count > 13 && adc_clk_count <30) begin
                        adc_data1[adc_bit_count - 1] <= spi_miso; 
                        adc_bit_count <= adc_bit_count -1'b1;      
                    end else begin
                        channel1 <= {2'b0, adc_data1[13:0]};       
                        adc_bit_count <= 14;
                        state <= 6'd10;                            
                    end
                end
                10: begin
                    if(adc_clk_count > 30 && adc_clk_count <45) begin
                        adc_data2[adc_bit_count - 1] <= spi_miso;  
                        adc_bit_count <= adc_bit_count -1'b1;      
                    end else begin
                        channel2 <= {2'b0, adc_data2[13:0]};       
                        adc_bit_count <= 14;
                       state <=6'd11;
                    end
                end 
                11: begin
                    ad_conv <= 1;
                end
            endcase
        end
    end
endmodule
```
==> metrics.yaml <==
top_cell_area_share: 0.505
ys_warn_count: 0
error: "ERROR: Found 1 problems in 'check -assert'."
failed_stage: "1_2_yosys"
status: "did not finish"
synth.distinct_cells: 49
yosys-top-cells-area: "edfxtp_1 (50%), dfrtp_1 (16%), ha_1 (4.4%), nor3_1 (2.8%), buf_4 (2.2%)"
ys_seq_share: 0.689
synth_flop_count: 89
ys.flop_type: "edfxtp_1"
yosys_area_um2: 3690
synthArstFlopShare: 0.303
largest_area_cell: "edfxtp_1"
ys_cells: 261
edf_count: 62
cells by family after synthesis:
logic type               Yosys count  synth area share
buffers and inverters             28            0.0437
flip-flops                        89             0.689
XOR/XNOR                          11            0.0261
other                              1           0.00102
adder cells (fa/ha/maj)           13            0.0441
AND-OR/OR-AND                     28            0.0648
AND/OR/NAND/NOR                   90             0.129
multiplexers                       1           0.00305
synth_stat cells (2+ instances only):
cell type   n
nand3_1     5
edfxtp_1   62
inv_1      13
buf_4      11
a21oi_1     6
dfstp_2     3
nand2b_1    3
and4bb_2    2
xnor2_1     7
ha_1       13
nor3b_1     5
and2_1      3
a21o_1      2
nor3_1     21
a211oi_1    2
nand3b_1    2
buf_6       2
nand2_1    19
dfrtp_1    24
nor2_1     20
nor4_1      2
o21ai_0     3
xor2_1      4
o21a_1      2
